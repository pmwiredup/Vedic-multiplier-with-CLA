==> /design/flow/design.v <==
module FA_lookahead_12bit(input [11:0] a, b, 
input cin,
output [11:0]sum,
output cout);
integer i;
wire [10:0] c_temp;
reg [11:0] G, P;
always @(*) begin
for(i = 0; i<12; i = i+1) begin
G[i] = a[i]&b[i];
P[i] = a[i]^b[i];
end
end
assign c_temp[0] = G[0]|(P[0]&cin);
assign c_temp[1] = G[1]|(P[1]&c_temp[0]);
assign c_temp[2] = G[2]|(P[2]&c_temp[1]);
assign c_temp[3] = G[3]|(P[3]&c_temp[2]);
assign c_temp[4] = G[4]|(P[4]&c_temp[3]);
assign c_temp[5] = G[5]|(P[5]&c_temp[4]);
assign c_temp[6] = G[6]|(P[6]&c_temp[5]);
assign c_temp[7] = G[7]|(P[7]&c_temp[6]);
assign c_temp[8] = G[8]|(P[8]&c_temp[7]);
assign c_temp[9] = G[9]|(P[9]&c_temp[8]);
assign c_temp[10] = G[10]|(P[10]&c_temp[9]);
assign cout =      G[11]|(P[11]&c_temp[10]);
assign sum[0] = P[0]^cin;
assign sum[1] = P[1]^c_temp[0];
assign sum[2] = P[2]^c_temp[1];
assign sum[3] = P[3]^c_temp[2];
assign sum[4] = P[4]^c_temp[3];
assign sum[5] = P[5]^c_temp[4];
assign sum[6] = P[6]^c_temp[5];
assign sum[7] = P[7]^c_temp[6];
assign sum[8] = P[8]^c_temp[7];
assign sum[9] = P[9]^c_temp[8];
assign sum[10] = P[10]^c_temp[9];
assign sum[11] = P[11]^c_temp[10];
endmodule
module FA_lookahead_16bit(input [15:0] a, b, 
input cin,
output [15:0]sum,
output cout);
integer i;
wire [14:0] c_temp;
reg [15:0] G, P;
always @(*) begin
for(i = 0; i<16; i = i+1) begin
G[i] = a[i]&b[i];
P[i] = a[i]^b[i];
end
end
assign c_temp[0] = G[0]|(P[0]&cin);
assign c_temp[1] = G[1]|(P[1]&c_temp[0]);
assign c_temp[2] = G[2]|(P[2]&c_temp[1]);
assign c_temp[3] = G[3]|(P[3]&c_temp[2]);
assign c_temp[4] = G[4]|(P[4]&c_temp[3]);
assign c_temp[5] = G[5]|(P[5]&c_temp[4]);
assign c_temp[6] = G[6]|(P[6]&c_temp[5]);
assign c_temp[7] = G[7]|(P[7]&c_temp[6]);
assign c_temp[8] = G[8]|(P[8]&c_temp[7]);
assign c_temp[9] = G[9]|(P[9]&c_temp[8]);
assign c_temp[10] = G[10]|(P[10]&c_temp[9]);
assign c_temp[11] = G[11]|(P[11]&c_temp[10]);
assign c_temp[12] = G[12]|(P[12]&c_temp[11]);
assign c_temp[13] = G[13]|(P[13]&c_temp[12]);
assign c_temp[14] = G[14]|(P[14]&c_temp[13]);
assign cout =      G[15]|(P[15]&c_temp[14]);
assign sum[0] = P[0]^cin;
assign sum[1] = P[1]^c_temp[0];
assign sum[2] = P[2]^c_temp[1];
assign sum[3] = P[3]^c_temp[2];
assign sum[4] = P[4]^c_temp[3];
assign sum[5] = P[5]^c_temp[4];
assign sum[6] = P[6]^c_temp[5];
assign sum[7] = P[7]^c_temp[6];
assign sum[8] = P[8]^c_temp[7];
assign sum[9] = P[9]^c_temp[8];
assign sum[10] = P[10]^c_temp[9];
assign sum[11] = P[11]^c_temp[10];
assign sum[12] = P[12]^c_temp[11];
assign sum[13] = P[13]^c_temp[12];
assign sum[14] = P[14]^c_temp[13];
assign sum[15] = P[15]^c_temp[14];
endmodule
module FA_lookahead_24bit(input [23:0] a, b, 
input cin,
output [23:0]sum,
output cout);
integer i;
wire [22:0] c_temp;
reg [23:0] G, P;
always @(*) begin
for(i = 0; i<24; i = i+1) begin
G[i] = a[i]&b[i];
P[i] = a[i]^b[i];
end
end
assign c_temp[0] = G[0]|(P[0]&cin);
assign c_temp[1] = G[1]|(P[1]&c_temp[0]);
assign c_temp[2] = G[2]|(P[2]&c_temp[1]);
assign c_temp[3] = G[3]|(P[3]&c_temp[2]);
assign c_temp[4] = G[4]|(P[4]&c_temp[3]);
assign c_temp[5] = G[5]|(P[5]&c_temp[4]);
assign c_temp[6] = G[6]|(P[6]&c_temp[5]);
assign c_temp[7] = G[7]|(P[7]&c_temp[6]);
assign c_temp[8] = G[8]|(P[8]&c_temp[7]);
assign c_temp[9] = G[9]|(P[9]&c_temp[8]);
assign c_temp[10] = G[10]|(P[10]&c_temp[9]);
assign c_temp[11] = G[11]|(P[11]&c_temp[10]);
assign c_temp[12] = G[12]|(P[12]&c_temp[11]);
assign c_temp[13] = G[13]|(P[13]&c_temp[12]);
assign c_temp[14] = G[14]|(P[14]&c_temp[13]);
assign c_temp[15] = G[15]|(P[15]&c_temp[14]);
assign c_temp[16] = G[16]|(P[16]&c_temp[15]);
assign c_temp[17] = G[17]|(P[17]&c_temp[16]);
assign c_temp[18] = G[18]|(P[18]&c_temp[17]);
assign c_temp[19] = G[19]|(P[19]&c_temp[18]);
assign c_temp[20] = G[20]|(P[20]&c_temp[19]);
assign c_temp[21] = G[21]|(P[21]&c_temp[20]);
assign c_temp[22] = G[22]|(P[22]&c_temp[21]);
assign cout =      G[23]|(P[23]&c_temp[22]);
assign sum[0] = P[0]^cin;
assign sum[1] = P[1]^c_temp[0];
assign sum[2] = P[2]^c_temp[1];
assign sum[3] = P[3]^c_temp[2];
assign sum[4] = P[4]^c_temp[3];
assign sum[5] = P[5]^c_temp[4];
assign sum[6] = P[6]^c_temp[5];
assign sum[7] = P[7]^c_temp[6];
assign sum[8] = P[8]^c_temp[7];
assign sum[9] = P[9]^c_temp[8];
assign sum[10] = P[10]^c_temp[9];
assign sum[11] = P[11]^c_temp[10];
assign sum[12] = P[12]^c_temp[11];
assign sum[13] = P[13]^c_temp[12];
assign sum[14] = P[14]^c_temp[13];
assign sum[15] = P[15]^c_temp[14];
assign sum[16] = P[16]^c_temp[15];
assign sum[17] = P[17]^c_temp[16];
assign sum[18] = P[18]^c_temp[17];
assign sum[19] = P[19]^c_temp[18];
assign sum[20] = P[20]^c_temp[19];
assign sum[21] = P[21]^c_temp[20];
assign sum[22] = P[22]^c_temp[21];
assign sum[23] = P[23]^c_temp[22];
endmodule
module FA_lookahead_4bit(input [3:0] a, b, 
input cin,
output [3:0]sum,
output cout);
integer i;
wire [2:0] c_temp;
reg [3:0] G, P;
always @(*) begin
for(i = 0; i<4; i = i+1) begin
G[i] = a[i]&b[i];
P[i] = a[i]^b[i];
end
end
assign c_temp[0] = G[0]|(P[0]&cin);
assign c_temp[1] = G[1]|(P[1]&c_temp[0]);
assign c_temp[2] = G[2]|(P[2]&c_temp[1]);
assign cout = G[3]|(P[3]&c_temp[2]);
assign sum[0] = P[0]^cin;
assign sum[1] = P[1]^c_temp[0];
assign sum[2] = P[2]^c_temp[1];
assign sum[3] = P[3]^c_temp[2];
endmodule
module FA_lookahead_6bit(input [5:0] a, b, 
input cin,
output [5:0]sum,
output cout);
integer i;
wire [4:0] c_temp;
reg [5:0] G, P;
always @(*) begin
for(i = 0; i<6; i = i+1) begin
G[i] = a[i]&b[i];
P[i] = a[i]^b[i];
end
end
assign c_temp[0] = G[0]|(P[0]&cin);
assign c_temp[1] = G[1]|(P[1]&c_temp[0]);
assign c_temp[2] = G[2]|(P[2]&c_temp[1]);
assign c_temp[3] = G[3]|(P[3]&c_temp[2]);
assign c_temp[4] = G[4]|(P[4]&c_temp[3]);
assign cout =      G[5]|(P[5]&c_temp[4]);
assign sum[0] = P[0]^cin;
assign sum[1] = P[1]^c_temp[0];
assign sum[2] = P[2]^c_temp[1];
assign sum[3] = P[3]^c_temp[2];
assign sum[4] = P[4]^c_temp[3];
assign sum[5] = P[5]^c_temp[4];
endmodule
module FA_lookahead_8bit(input [7:0] a, b, 
input cin,
output [7:0]sum,
output cout);
integer i;
wire [6:0] c_temp;
reg [7:0] G, P;
always @(*) begin
for(i = 0; i<8; i = i+1) begin
G[i] = a[i]&b[i];
P[i] = a[i]^b[i];
end
end
assign c_temp[0] = G[0]|(P[0]&cin);
assign c_temp[1] = G[1]|(P[1]&c_temp[0]);
assign c_temp[2] = G[2]|(P[2]&c_temp[1]);
assign c_temp[3] = G[3]|(P[3]&c_temp[2]);
assign c_temp[4] = G[4]|(P[4]&c_temp[3]);
assign c_temp[5] = G[5]|(P[5]&c_temp[4]);
assign c_temp[6] = G[6]|(P[6]&c_temp[5]);
assign cout =      G[7]|(P[7]&c_temp[6]);
assign sum[0] = P[0]^cin;
assign sum[1] = P[1]^c_temp[0];
assign sum[2] = P[2]^c_temp[1];
assign sum[3] = P[3]^c_temp[2];
assign sum[4] = P[4]^c_temp[3];
assign sum[5] = P[5]^c_temp[4];
assign sum[6] = P[6]^c_temp[5];
assign sum[7] = P[7]^c_temp[6];
endmodule
module vedicmult_16bit(input[15:0] a,b,
input clk, reset,
output reg [31:0] out);
wire [31:0]q0;	
wire [31:0]q1;	
wire [31:0]q2;
wire [31:0]q3;	
wire [15:0]temp1;
wire [23:0]temp2;
wire [23:0]temp3;
wire [23:0]temp4;
wire [15:0]q4;
wire [23:0]q5;
wire [23:0]q6;
wire cout1, cout2, cout3;
vedicmult_8bit f1(a[7:0],b[7:0],q0[31:0]);
vedicmult_8bit f2(a[15:8],b[7:0],q1[31:0]);
vedicmult_8bit f3(a[7:0],b[15:8],q2[31:0]);
vedicmult_8bit f4(a[15:8],b[15:8],q3[31:0]);
assign temp1 ={8'b0,q0[15:8]};
FA_lookahead_16bit f5(q1[15:0],temp1, 1'b0, q4, cout1);
assign temp2 ={8'b0,q2[15:0]};
assign temp3 ={q3[15:0],8'b0};
FA_lookahead_24bit f6(temp2,temp3, 1'b0, q5, cout2);
assign temp4={7'b0, cout1, q4[15:0]};
FA_lookahead_24bit z7(temp4,q5,1'b0, q6, cout3);
always @(posedge clk) begin
if (reset) begin
out[7:0]<=q0[7:0];
out[31:8]<=q6[23:0];
end
else begin 
out[31:0] <= 32'd0;
end
end
endmodule
module HA(input a, b,
output sum, cout);
assign sum = a^b;
assign cout = a&b;
endmodule
module vedicmult_2bit(input [1:0] a, b,
output [3:0] out);
wire[3:0] temp;
assign out[0] = a[0]&b[0];
assign temp[0] = a[1]&b[0];
assign temp[1] = a[0]&b[1];
assign temp[2] = a[1]&b[1];
HA h1(temp[0], temp[1], out[1], temp[3]);
HA h2(temp[2], temp[3], out[2], out[3]);
endmodule
module vedicmult_4bit(input [3:0] a, b,
output [7:0] out);
wire [3:0]q0;	
wire [3:0]q1;	
wire [3:0]q2;
wire [3:0]q3;	
wire [3:0]temp1;
wire [5:0]temp2;
wire [5:0]temp3;
wire [5:0]temp4;
wire [5:0]temp5;
wire [3:0]q4;
wire [5:0]q5;
wire [5:0]q6;
wire cout1, cout2, cout3;
vedicmult_2bit f1(a[1:0],b[1:0],q0[3:0]);
vedicmult_2bit f2(a[3:2],b[1:0],q1[3:0]);
vedicmult_2bit f3(a[1:0],b[3:2],q2[3:0]);
vedicmult_2bit f4(a[3:2],b[3:2],q3[3:0]);
assign temp1 ={2'b0,q0[3:2]};
FA_lookahead_4bit f5(q1[3:0],temp1, 1'b0, q4, cout1);
assign temp2 ={2'b0,q2[3:0]};
assign temp3 ={q3[3:0],2'b0};
FA_lookahead_6bit f6(temp2,temp3,1'b0, q5, cout2);
assign temp4={1'b0,cout1,q4[3:0]};
FA_lookahead_6bit f7(temp4,q5,1'b0, q6, cout3);
assign out[1:0]=q0[1:0];
assign out[7:2]=q6[5:0];
endmodule
module vedicmult_8bit(input[7:0] a,b,
output [15:0] out);
wire [15:0]q0;	
wire [15:0]q1;	
wire [15:0]q2;
wire [15:0]q3;	
wire [7:0]temp1;
wire [11:0]temp2;
wire [11:0]temp3;
wire [11:0]temp4;
wire [7:0]q4;
wire [11:0]q5;
wire [11:0]q6;
wire cout1, cout2, cout3;
vedicmult_4bit f1(a[3:0],b[3:0],q0[15:0]);
vedicmult_4bit f2(a[7:4],b[3:0],q1[15:0]);
vedicmult_4bit f3(a[3:0],b[7:4],q2[15:0]);
vedicmult_4bit f4(a[7:4],b[7:4],q3[15:0]);
assign temp1 ={4'b0,q0[7:4]};
FA_lookahead_8bit f5(q1[7:0],temp1, 1'b0, q4, cout1);
assign temp2 ={4'b0,q2[7:0]};
assign temp3 ={q3[7:0],4'b0};
FA_lookahead_12bit f6(temp2,temp3, 1'b0, q5, cout2);
assign temp4={3'b0, cout1, q4[7:0]};
FA_lookahead_12bit z7(temp4,q5,1'b0, q6, cout3);
assign out[3:0]=q0[3:0];
assign out[15:4]=q6[11:0];
endmodule
==> /design/flow/run.sh <==
#!/bin/bash
# OpenROAD 26Q1-2900-gdf79404cd8, Yosys 0.63+post, stock flow scripts
make -C /OpenROAD-flow-scripts/flow DESIGN_CONFIG=/design/flow/config.mk WORK_HOME=/design/flow/orfs finish
==> /design/flow/config.mk <==
export PLATFORM = sky130hd
export DESIGN_NAME = vedicmult_16bit
export DESIGN_NICKNAME = vedicmult_16bit
export VERILOG_FILES = /design/flow/design.v
export SDC_FILE = /design/flow/constraint.sdc
export NUM_CORES = 4
export LEC_CHECK = 1
export CORE_UTILIZATION = 30
==> /design/flow/constraint.sdc <==
current_design vedicmult_16bit

set clk_period 14.8
set clk_io_pct 0.2

create_clock -name clk0 -period $clk_period [get_ports {clk}]

set non_clock_inputs [all_inputs -no_clocks]
set_input_delay [expr $clk_period * $clk_io_pct] -clock clk0 $non_clock_inputs
set_output_delay [expr $clk_period * $clk_io_pct] -clock clk0 [all_outputs]
==> qor.txt <==
status -> complete, but fails checks
failing checks -> setup timing
vias in the first global route -> 7712
Detail Route Antenna Nets -> 0
number of CTS-inserted buffers -> 5
Sink Count -> 32
io pins -> 66
Lkg Pwr -> 7.183 nW
Worst setup SP type -> input pin
Routability Congestion -> 0.8466
core area -> 0.03874 mm^2
Reg power frac -> 7.1%
Remaining DRCs -> 0
Top cell by count, worst path -> fa_2
# rows -> 72
CTS tree -> yes
Avg Vias per Cell -> 4.018
die width -> 200.5 um
Power Dens Cells -> 151.8 mW/mm^2
fin crit share -> 102.3%
fmax -> 66.02 MHz
Top delay family on crit path -> adder cells
die height -> 200.5 um
H-tree depth -> 2
Top reg by flops -> out
cell count in the Yosys report -> 1249
post-synthesis sequential area ratio -> 5.421%
GRT met1 Usage -> 18.86%
biggest regs -> out x32
sw frac -> 48.02%
pre-CTS WS -> -1.236 ns
P_int -> 1.079 mW
max reg flops -> 32
Peak VDD IR -> 0.0001667 V
Clock transition at path regs -> 0.06 ns
Final setup viols -> 2
Area Overhead vs Synth -> 15.71%
OpenROAD warning count -> 60
critical path class -> input pin to register
crit path DAT -> 15.34 ns
first-pass GRT wire length -> 39300 um
Synth Instances -> 1249
hold slack final -> 3.143 ns
GRT Util Overall -> 12.85%
GRT met3 Usage -> 2.920%
DR WL/cell -> 12.48 um
Sequential Area -> 640.6 um^2
hold-fix buffers at CTS -> 0
Synth Cell Area -> 0.01182 mm^2
clk root buf -> clkbuf_16
syn avg cell area -> 9.461 um^2
Fin. Hold Viols -> 0
Worst Tran Pin Value -> 0.6691 ns
vias post-DR -> 7417
GRT busiest layer -> met2
CP Max Fanout -> 2
max_cap viols -> 0
fillers -> 3887
Final TNS setup -> -0.3529 ns
post-route minimum period -> 15.15 ns
chip area -> 0.04019 mm^2
fin worst setup slack -> -0.3461 ns
HP Class -> input pin to register
CP endpoint kind -> register
count of cell types in the netlist -> 13
Port Buffers -> 65
routing usage on met2 -> 20.86%
pin count of the biggest net entering global routing -> 33
Antenna diodes -> 0
CP Buf/Inv Count -> 9
clock network fraction of design power -> 5.3%
slowest CP cell -> fa_2
share of cells above drive strength 1 -> 8.810%
Clock Tree Buf Depth -> 2
initial antenna violation count -> 0
net switching power -> 0.9970 mW
Total Wirelength -> 23040 um
first drt pass iteration count -> 4
Overflow after GRT -> 0
Syn. warnings -> 15
hpwl dp -> 19660 um
comb. cell area -> 0.009806 mm^2
Yosys reg bits -> 32
YS chip area -> 0.01182 mm^2
RSZ-0062 raised after global routing -> yes
fin. max-slew vios -> 0
Logic pwr share -> 87.7%
fp_density -> 30.50%
required time of the critical path -> 14.99 ns
DRT iter0 DRCs -> 134
crit-path max cell delay -> 0.55 ns
Slew HR -> 55.25%
cell usage in the layout (no fill, tap or decap):
cell,count
and2_1,260
and2_4,5
and3_1,1
buf_2,1
buf_4,40
buf_6,4
clkbuf_16,5
clkbuf_8,1
clkdlybuf4s50_1,59
clkinv_2,2
dfxtp_1,32
dlygate4sd2_1,2
fa_1,179
fa_2,35
ha_1,254
ha_4,10
inv_1,380
inv_2,12
nand2_1,20
nor2b_1,1
xnor2_1,12
xnor2_2,2
xnor3_1,1
xor2_1,10
synthesized netlist by cell type:
library cell    n  area [um^2]
and3_1          1        6.260
xor2_1         10        87.58
clkbuf_1       35        131.4
xnor2_1        13        113.9
and2_1        265         1658
nor2b_1         1        6.260
nand2_1        20        75.07
xnor2_2         1        16.27
dfxtp_1        32        640.6
fa_1          214         4284
inv_1         392         1471
ha_1          264         3303
xnor3_1         1        22.52
cells by family (layout without fill, tap and decap cells):
kind of cell             Yosys count  count (layout)  synth area share, %
XOR/XNOR                          25              25                2.033
adder cells (fa/ha/maj)          478             478                64.21
buffers and inverters            427             506                13.56
flip-flops                        32              32                5.421
AND/OR/NAND/NOR                  287             287                14.77
timing repair:
| action | 4_1_cts | 5_1_grt |
|---|---|---|
| pin swaps | 9 | 1 |
| gates resized | 32 | 4 |
| setup endpoints to repair | 5 | 4 |
| setup buffers | 1 | 0 |
through the flow:
step	power, mW	instances	instance area [um^2]	util, %
3_5_place_dp	2.005	1837	13470	34.78
5_1_grt	2.428	1846	13670	35.30
6_report	2.076	1846	13670	35.30
2_1_floorplan	1.358	1249	12030	-
4_1_cts	2.162	1846	13670	35.28
3_3_place_gp	2.006	1837	13470	34.78
routing by layer:
| metal | vias up | wire [um] |
|---|---|---|
| met2 | 100 | 11130 |
| met4 | 0 | 212 |
| li1 | 3719 | - |
| met3 | 10 | 1080 |
| met1 | 3588 | 10620 |
| met5 | - | 0 |
path summary, 6_finish.rpt:
kind	from	cells after the start	slack, ns	endpoint
min	a[0]	3	3.14	out[0]
max	b[1]	49	-0.35	out[31]
cell type report:
class | instances | area share, %
multi-input cells | 790 | 71.71
flip-flops and latches | 32 | 4.685
repair buffers | 106 | 7.010
inverters | 392 | 10.76
clock inverters | 2 | 0.07321
well taps | 518 | 4.740
clock buffers | 6 | 1.016
power groups by stage:
| stage | Combinational [mW] | Clock, mW | Sequential, mW |
|---|---|---|---|
| finish | 1.82 | 0.110 | 0.146 |
| global route | 2.16 | 0.117 | 0.150 |
| CTS | 1.90 | 0.116 | 0.148 |
Power and IR drop assume default switching activity.
